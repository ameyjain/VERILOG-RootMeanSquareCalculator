==> /design/flow/design.v <==
`timescale 1ns / 1ps
module fifo(
  input clk,
  input rst,
  input [31:0] data_in,
  input rd_en,
  input wr_en,
  output reg [31:0] data_out,
  output full,
  output empty);
  reg [4:0] rd_ptr,wr_ptr;
  reg [5:0] status_cnt;
  reg [31:0] mem [0:31];
  assign full = (status_cnt == 6'd32);
  assign empty = (status_cnt == 6'd0);
  always @(posedge clk or posedge rst)
    begin 
      if (rst)
	wr_ptr <= #1 5'd0;
      else if (wr_en)
	wr_ptr <= #1 wr_ptr+5'd1;
    end
  always @(posedge clk or posedge rst)
    begin 
      if (rst)
	rd_ptr <= #1 5'd0;
      else if (rd_en)
	rd_ptr <= #1 rd_ptr+5'd1;
    end
  always @(*)
    begin 
      data_out <= #1 mem[rd_ptr];
    end
  always @(posedge clk or posedge rst)
    begin 
      if (rst)
	begin
	  mem[0] <= 32'd0;mem[8] <= 32'd0;mem[16] <= 32'd0;mem[24] <= 32'd0;
	  mem[1] <= 32'd0;mem[9] <= 32'd0;mem[17] <= 32'd0;mem[25] <= 32'd0;
	  mem[2] <= 32'd0;mem[10] <= 32'd0;mem[18] <= 32'd0;mem[26] <= 32'd0;
	  mem[3] <= 32'd0;mem[11] <= 32'd0;mem[19] <= 32'd0;mem[27] <= 32'd0;
	  mem[4] <= 32'd0;mem[12] <= 32'd0;mem[20] <= 32'd0;mem[28] <= 32'd0;
	  mem[5] <= 32'd0;mem[13] <= 32'd0;mem[21] <= 32'd0;mem[29] <= 32'd0;
	  mem[6] <= 32'd0;mem[14] <= 32'd0;mem[22] <= 32'd0;mem[30] <= 32'd0;
	  mem[7] <= 32'd0;mem[15] <= 32'd0;mem[23] <= 32'd0;mem[31] <= 32'd0;
	end
      else if (wr_en)
	mem[wr_ptr] <= #1 data_in;
    end
  always @(posedge clk or posedge rst)
    begin 
      if (rst)
	status_cnt <= #1 6'd0;
      else if (!rd_en && !wr_en) status_cnt <= #1 status_cnt;
      else if (!rd_en &&  wr_en) status_cnt <= #1 status_cnt+6'd1;
      else if (rd_en && !wr_en) status_cnt <= #1 status_cnt-6'd1;
      else status_cnt <= #1 status_cnt;
    end
endmodule
==> /design/flow/run.sh <==
#!/bin/bash
# OpenROAD 26Q1-2900-gdf79404cd8, Yosys 0.63+post, stock flow scripts
make -C /OpenROAD-flow-scripts/flow DESIGN_CONFIG=/design/flow/config.mk WORK_HOME=/design/flow/orfs finish
==> /design/flow/config.mk <==
export PLATFORM = sky130hd
export DESIGN_NAME = fifo
export DESIGN_NICKNAME = fifo
export VERILOG_FILES = /design/flow/design.v
export SDC_FILE = /design/flow/constraint.sdc
export NUM_CORES = 4
export LEC_CHECK = 1
export CORE_UTILIZATION = 40
==> /design/flow/constraint.sdc <==
current_design fifo

set clk_period 15.6
set clk_io_pct 0.2

create_clock -name clk0 -period $clk_period [get_ports {clk}]

set non_clock_inputs [all_inputs -no_clocks]
set_input_delay [expr $clk_period * $clk_io_pct] -clock clk0 $non_clock_inputs
set_output_delay [expr $clk_period * $clk_io_pct] -clock clk0 [all_outputs]
==> results.ini <==
[clock_tree]
postCtsHoldBufs=0
clockRootBuffer=clkbuf_16
post_cts_buffers=0
htreeDepth=3
numClockSinks=1040
clk_pin_slew_ps=60
clock_latency_ps=700
numCtsBuffers=111
cts_resized=0
cts_buffer_depth=3
tritoncts=built

[worst_setup_path]
crit_required_ps=12480
start_kind=flop
path_max_fanout=40
slowest_delay_ps=780
end_kind=output pin
cp.arrival_ps=5880
crit_slowest_cell=dfrtp_4
worstSetupPathType=flop to output pin
cp_common_cell=buf_4
path_cells=buf_4 > buf_4 > and4b_1 > a2111oi_4 > o21ai_4 > buf_4 > or2_2 > buf_4 > a41oi_1 > clkdlybuf4s50_1

[timing]
final_hold_viol_count=0
finalSetupViolCount=0
clock.fmax_ghz=0.111
rsz0062_at_grt=false
finClkSkew_ps=26.2
period_needed_ps=9000
finalMaxSlewViolations=0
setup_slack_ps=6600
worst_slew_pin_slew_ps=1060
relSlewSlack_pct=29.0
timing.final.crit_share_pct=57.7

[routing]
drt_iter0_markers=2727
antenna_left=0
viasPerCell=6.32
via_count=32100
wl_per_cell_um=35.2
dr.pass1.iters=8
drc=0
drt-total-wl_um=179000

[placement]
portBuffers=69
post-place-ws_ps=7470
dp_hpwl_um=107000
place_inst=4873
place.gp.congestion=0.937

[synth]
top_cell_area_share_pct=55.3
syn_inst=3458
async_flop_share_pct=100
synth_seq_share_pct=55.3
synth_area_um2=47100
top_cell=mux2_2
top_cells_by_area=dfrtp_1, mux2_2, a22oi_1
yosysCellCount=3458
ys_area_um2=47100
yosysWarningCount=2
edf_count=0
yosysUniqueCellTypes=76
synth.largest_area_cell=dfrtp_1
synthFlopType=dfrtp_1
synth_flops=1040
netlist_top_cells_count=mux2_2, dfrtp_1, a22oi_1
avgSynthCellArea_um2=13.6

[global_route]
use_met3_pct=13.9
antenna_found_initial=7
grt_max_degree=128
grt_use_total_pct=31.3
use_met2_pct=44.3
grtUsageMet1_pct=43.3
busiest_layer=met2
grt_pass1_wl_um=253000
grt_pass1_vias=32400
grt_overflow=0

[power]
ir_drop_mv=0.173
p_clk_share_pct=23.4
leakage_nw=24.2
power.density_nw_per_um2=215
p_seq_share_pct=39.4
power.switching_w=0.00409
cell_internal_pwr_w=0.00741
swShare_pct=35.6
combPwrFrac_pct=37.3

[cells_and_area]
areaGrowthSynthToFinish_pct=13.5
drive_above_1_share_pct=42.5
fin_util_pct=45.9
fin_cells=5078

[die]
core_area_um2=116000
die-area_um2=119000
fp-utilization_pct=40.5
die.size.x_um=345
placementRows=125
io_pins=70
die_y_um=345

[flow_run]
maxCapViolations=0
openroad.warnings=44

[worst_hold_path]
hold_class=flop to flop

[run_status]
outcome=complete, no violations

## power by group through the flow
| stage | clock network [W] | logic [W] | registers [W] |
|---|---|---|---|
| after CTS | 0.00271 | 0.00422 | 0.00452 |
| after global routing | 0.00282 | 0.00446 | 0.00467 |
| final | 0.00269 | 0.00429 | 0.00453 |
## per-stage QoR
| step | power, W | setup TNS (ps) | area (um2) | hold slack [ps] |
|---|---|---|---|---|
| CTS | 0.0115 | 0 | 53400 | 492 |
| detailed placement | 0.00875 | 0 | 49700 | 477 |
| finish | 0.0115 | 0 | 53500 | 492 |
| floorplan | 0.00692 | -1932040 | 47100 | 456 |
| global placement | 0.00869 | 0 | 49700 | 473 |
| global route | 0.0120 | 0 | 53400 | 507 |
## layout make-up
cell class | instances | area [um2]
tap | 1524 | 1910
fill | 10300 | 62900
clock inverter | 20 | 244
antenna | 6 | 15.0
multi-input combinational | 2056 | 19700
clock buffer | 179 | 3450
sequential | 1040 | 26000
timing repair buffer | 236 | 1990
inverter | 17 | 67.6
## sequential cells by signal, indices dropped and copies added, names as in the netlist
| signal | count |
|---|---|
| mem | 1024 |
| rd_ptr | 5 |
| status_cnt | 6 |
| wr_ptr | 5 |
## critical path: cells and delay by family, from the launching register on
family	cells	cell delay, ps
compound gates	3	480
buf+inv	5	2810
flops	1	780
simple gates	2	1040
## cells by family after synthesis
kind of cell    count (synthesis)  synth area share, %
fa+ha+maj                      18                0.494
mux                          1146                 27.5
xor+xnor                       11                0.205
compound gates                552                 9.41
simple gates                  329                 3.71
buf+inv                       362                 3.40
flops                        1040                 55.3
## final timing paths
check | cells past startpoint | slack (ps) | start | endpoint
worst max-delay path | 10 | 6600 | rd_ptr[2] | data_out[22]
worst min-delay path | 1 | 490 | mem[21][22] | mem[21][22]
worst max register to register | 5 | 12540 | wr_ptr[2] | mem[10][30]
worst min register to register | 1 | 490 | mem[21][22] | mem[21][22]
max in group asynchronous | 7 | 9120 | rst | mem[31][6]
min in group asynchronous | 2 | 2810 | rst | mem[0][26]
## placed cells by master (no fill, tap or decap), drive strengths merged, types with 35 or more instances in the layout
| cell type | instances |
|---|---|
| mux2 | 1106 |
| dfrtp | 1040 |
| a22oi | 219 |
| clkbuf | 179 |
| buf | 167 |
| nand2 | 116 |
| clkdlybuf4s50 | 69 |
| a22o | 46 |
| nor3 | 43 |
| o22ai | 35 |
## routing by layer
metal / vias to the layer above / share of wire [%]
met5: - / 0.041
met4: 10 / 5.2
met3: 460 / 12
met2: 1559 / 44
met1: 17000 / 39
li1: 13000 / -
Power is estimated from default activity; no workload was simulated.
